File: design/flow/design.v
module stayMode(clk, clk2H, openit, number, tube, stay, running, ware, seg_data, normal); 
	input clk;
	input clk2H;
	input openit; 
	input [3:0] seg_data;
	input normal;
	output [6:0] number; 
	output [7:0] tube; 
	output reg stay; 
	output reg running; 
	output reg ware = 0; 
	reg [3:0] times = 0; 
	reg [8:0] seg [9:0];
	reg [3:0] gooo;
	initial
	    begin
         seg[0] = 9'h3f; 
	      seg[1] = 9'h06; 
	      seg[2] = 9'h5b; 
	      seg[3] = 9'h4f; 
	      seg[4] = 9'h66; 
	      seg[5] = 9'h6d; 
	      seg[6] = 9'h7d; 
	      seg[7] = 9'h07; 
	      seg[8] = 9'h7f; 
	      seg[9] = 9'h6f; 
			gooo = 4'b1000;
        end
	always @ (posedge clk2H) begin 
		if(openit)
			if(times > 4'b0111) begin 
				ware <= 0;
				stay <= 1;
				running <= 0;
				gooo <= 0;
			end
			else begin
				times <= times + 1;
				running <= 1;
				ware <= ~ware;
			end
		else begin 
			gooo <= 4'b1000;
			times <= 0;
			ware <= 0;
			running <= 0;
			stay <= 0;
		end
	end
	assign tube = ~{ware,ware,ware,ware|normal,ware,ware,ware,ware};
	assign number = seg[seg_data|gooo];
endmodule
File: design/flow/run.sh
#!/bin/bash
# OpenROAD 26Q1-2900-gdf79404cd8, Yosys 0.63+post, stock flow scripts
make -C /OpenROAD-flow-scripts/flow DESIGN_CONFIG=/design/flow/config.mk WORK_HOME=/design/flow/orfs finish
File: design/flow/config.mk
export PLATFORM = sky130hd
export DESIGN_NAME = stayMode
export DESIGN_NICKNAME = stayMode
export VERILOG_FILES = /design/flow/design.v
export SDC_FILE = /design/flow/constraint.sdc
export NUM_CORES = 4
export LEC_CHECK = 1
export CORE_AREA = 10 10 70 70
export DIE_AREA = 0 0 80 80
File: design/flow/constraint.sdc
current_design stayMode

set clk_period 2.0
set clk_io_pct 0.2

create_clock -name clk0 -period $clk_period [get_ports {clk2H}]

set non_clock_inputs [all_inputs -no_clocks]
set_input_delay [expr $clk_period * $clk_io_pct] -clock clk0 $non_clock_inputs
set_output_delay [expr $clk_period * $clk_io_pct] -clock clk0 [all_outputs]
==> results.txt <==
Implementation run completed; key figures follow.

Synthesis:
- In this run the cell area of the synthesized design comes to 507 um2.
- The run gives the sequential area share after synthesis as 31.6%.
- dfxtp_1 takes more of the synthesized area than any other cell.
- The run gives the count of distinct cell types in the synthesized netlist as 17.
- The run puts the total of flip-flops plus latches after synthesis at 8.
- The run puts the average instance area after synthesis at 9.21 um2.
- Yosys reports a chip area of 507 um2.
- The run gives the most frequent cell after synthesis as dfxtp_1.
- The run gives the dominant synthesized flop cell as dfxtp_1.
- The run gives the number of cells in Yosys stat as 55.
- The run puts the number of enable-type register cells in the synthesized netlist at 0.
- After synthesis, the cell types taking the most area are dfxtp_1 32%, ha_1 17%, buf_4 8.9%.
- In this run the biggest area consumer among cell types represents 31.6% of the synthesized area.
- The synthesis report gives the async set-or-reset register share as 0%.
- The run puts the number of cells produced by synthesis at 55.
- Warnings reported by Yosys during synthesis add up to 1.
- After synthesis, the most frequently instantiated cells are 8 x dfxtp_1, 7 x ha_1, 6 x buf_4, 6 x inv_1, 6 x o21ai_0.

Floorplanning:
- The run gives the core area as 3420 um2.
- The run puts the core utilization at floorplan at 14.8%.
- The floorplan step defined a die boundary enclosing 6400 um2.
- The run puts the count of standard-cell rows at 21.
- The run gives the height of the die as 80 um.
- The run puts the count of boundary I/O pins at 26.
- In this run the horizontal extent of the chip is 80 um.

Min path:
- The worst hold path terminates at stay.
- The path class of the tightest hold or removal check is reg2reg.
- The report gives the cell count of the worst hold path as 1.
- The run gives the start point of the worst hold path as stay.

Worst setup path:
- Broken down by cell family, the worst path's largest delay share belongs to buffers and inverters.
- The critical path's slowest stage uses the library cell clkdlybuf4s50_1.
- STA classifies the critical path startpoint as a primary input.
- The run puts the largest driver fanout on the critical path at 4.
- Per the timing report, the most critical flop-to-flop path originates at times[0].
- The timing report gives the biggest stage delay along the critical path as 460 ps.
- The run gives the data arrival time of the worst path as 1630 ps.
- The run gives the worst path required time as 1600 ps.
- For flop-to-flop paths, the worst setup slack is 1010 ps.
- The run puts the number of cells on the worst reg-to-reg path at 4.
- The run puts the number of cells on the critical path at 7.
- Listed in order, past its start point the critical path passes dlygate4sd2_1 -> inv_2 -> ha_1 -> inv_1 -> o21ai_1 -> o22a_1 -> clkdlybuf4s50_1.
- For the worst reg-to-reg path, the endpoint reported by OpenROAD is times[2].
- STA classifies the critical path endpoint as an output pin.
- The run gives the number of buffer and inverter stages on the critical path as 4.
- The setup path with the least slack is of type in2out.

Run status:
- The checks that failed: negative setup slack.
- The flow ran to the end, but the final reports show violations.

Power and ir drop:
- For this design the static power due to leakage is 0.327 nW.
- The run puts the power density normalized to cell area at 468 nW/um2.
- The run puts the final total power at 0.374 mW.
- The run gives the peak supply drop as 228 uV.

Clock tree:
- As reported, the later end of the worst-skew pair has a clock insertion delay of 240 ps.
- The run puts the TritonCTS buffer count at 3.
- The root buffer cell chosen for the clock tree is clkbuf_4.
- TritonCTS built the clock tree.
- The run puts the maximum buffer depth of the clock tree at 2.
- The run gives the clock input transition at the sequential cells of the worst setup and hold paths as 50 ps.
- The run puts the count of clock tree sinks at 8.
- The run gives the deepest level of the CTS H-tree as 1.

Timing:
- The run gives the highest clock frequency the design can meet as 0.493 GHz.
- Setup repair after global routing could not meet its margin everywhere.
- The run gives the total count of hold-check failures in the final report as 0.
- The run puts the setup slack after layout at -29.6 ps.
- In the final run the clock tree shows a worst skew of 1.04 ps.
- The run puts the post-layout minimum cycle time at 2030 ps.
- The run gives the slew at the pin closest to its max-slew limit as 268 ps.
- The run puts the normalized max-slew margin at 82.1%.
- The run gives the final number of setup-violating endpoints as 1.
- The run gives the share of the cycle needed by the critical path after routing as 101%.
- For reference, the final report shows the max-slew violation count at 0.

GRT:
- The via count of the first global-routing pass is 402.
- The run gives the global-route wire length before repair as 1820 um.
- The run gives the combined global-route utilization of all metal layers as 3.41%.
- The run gives the overflow left after global routing as 0.
- The run puts the maximum number of pins on one net before global-route repair at 9.
- The run gives the number of antenna violations at the first check in global routing as 0.

Layout:
- The run gives the fill cell instance count of the final layout as 364.
- The run gives the multi-input logic area as 268 um2.
- The run puts the final cell area excluding filler cells at 798 um2.
- Per the layout area report, the register area comes to 160 um2.
- The run gives the relative area change from synthesis to final layout as 57.5%.
- The run gives the share of cells above drive strength 1 as 15.0%.

Placement:
- The run gives the cell area after placement as 786 um2.
- The run gives the number of buffer cells added on primary ports as 24.
- The run gives the final weighted congestion of routability-driven global placement as 0.788.
- Per the post-place timing report, worst setup slack is -353 ps.
- The run puts the half-perimeter wire length after detailed placement at 990 um.

Run:
- Across all stage logs, warnings added up to 33.
- Across the run, the number of max-cap violations was 0.

Detailed routing:
- The run gives the number of optimization iterations in the first detailed-route pass as 2.
- For this block, the routed nets add up to 1130 um of wire.
- The run puts the initial DRC count at 16.
- The run gives the count of nets left with antenna violations after detail routing as 0.
- For this block, the via count after detailed routing is 411.
- After detailed routing, the average wire length per cell comes to 8.94 um.
- Per the detail_route report, inserted antenna diodes total 0.
- Using the TritonRoute via totals, the vias-per-cell ratio works out to 3.26.
- The run gives the number of remaining DRC errors as 0.
-- repair_timing --
item | 4_1_cts | 5_1_grt
cloned | 0 | 0
pin swaps | 2 | 0
setup endpoints to repair | 7 | 1
buffers inserted | 0 | 0
hold buffers | 0 | 0
gates resized | 13 | 0
-- layout by cell type (no fill, tap or decap), drive strengths merged --
cell type	count
inv	6
o22a	1
mux2i	1
nor2b	4
clkdlybuf4s50	16
o21a	2
nor2	3
and2	4
xnor2	2
ha	7
clkbuf	3
nand3	2
a31oi	1
dlygate4sd2	8
nand2b	1
dfxtp	8
buf	5
o21ai	6
-- cell families after synthesis --
family	Yosys count	synth area share, %
simple gates	14	18.3
buf+inv	13	15.6
compound gates	10	11.9
flops	8	31.6
fa+ha+maj	7	17.3
xor+xnor	2	3.46
mux	1	1.98
-- power by group --
| group | internal (mW) | total, mW | switching, mW |
|---|---|---|---|
| logic | 0.0550 | 0.0819 | 0.0269 |
| clock network | 0.0682 | 0.116 | 0.0478 |
| registers | 0.169 | 0.176 | 0.00654 |
-- worst max-delay path by stage --
stage / endpoint / start
final: number[4] / seg_data[0]
after global routing: number[4] / seg_data[0]
after CTS: number[4] / seg_data[0]
-- metal layers --
metal	share of wire, %	global-route usage [%]	vias to the layer above
li1	-	-	223
met1	41	4.00	176
met2	51	5.86	10
met3	5.6	1.25	2
met4	2.1	0.528	0
met5	0	0	-
-- state kept, by name, indices dropped and copies added, names as in the netlist --
signal   count
stay         1
running      1
times        4
ware         1
gooo         1
-- stage by stage --
step | TNS [ps] | hold slack, ps | std cells | utilization (%)
6_report | -29.6 | 453 | 126 | 23.4
5_1_grt | -115 | 476 | 126 | 23.4
4_1_cts | -51.7 | 459 | 126 | 23.4
3_5_place_dp | -2010 | 447 | 123 | 23.0
3_3_place_gp | -1900 | 443 | 123 | 23.0
2_1_floorplan | 0 | 405 | 55 | -
-- area by class of cell --
class | instances | share of cell area [%]
clock buffers | 3 | 2.82
multi-input cells | 34 | 33.5
inverters | 6 | 2.82
well taps | 46 | 7.21
repair buffers | 29 | 33.5
flip-flops and latches | 8 | 20.1
Power figures rest on the tool's default switching activity, not on a simulated workload.
