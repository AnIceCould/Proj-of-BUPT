File: /design/flow/design.v
module keyDebounce (clk1M, clk20, key, key_pulse); 
	input clk1M; 
	input clk20; 
	input [N-1:0] key; 
	output  [N-1:0]   key_pulse; 
	parameter N = 5; 
	reg [N-1:0] key_rst_pre; 
	reg [N-1:0] key_rst; 
	always @(posedge clk20) begin  
			key_rst <= key;
			key_rst_pre <= key_rst;
	end
	assign  key_pulse = key_rst_pre & key_rst; 
endmodule
File: /design/flow/run.sh
#!/bin/bash
# OpenROAD 26Q1-2900-gdf79404cd8, Yosys 0.63+post, stock flow scripts
make -C /OpenROAD-flow-scripts/flow DESIGN_CONFIG=/design/flow/config.mk WORK_HOME=/design/flow/orfs finish
File: /design/flow/config.mk
export PLATFORM = sky130hd
export DESIGN_NAME = keyDebounce
export DESIGN_NICKNAME = keyDebounce
export VERILOG_FILES = /design/flow/design.v
export SDC_FILE = /design/flow/constraint.sdc
export NUM_CORES = 4
export LEC_CHECK = 1
export CORE_AREA = 10 10 70 70
export DIE_AREA = 0 0 80 80
File: /design/flow/constraint.sdc
current_design keyDebounce

set clk_period 1.0
set clk_io_pct 0.2

create_clock -name clk0 -period $clk_period [get_ports {clk20}]

set non_clock_inputs [all_inputs -no_clocks]
set_input_delay [expr $clk_period * $clk_io_pct] -clock clk0 $non_clock_inputs
set_output_delay [expr $clk_period * $clk_io_pct] -clock clk0 [all_outputs]
==> summary.txt <==
run metrics: Pre-antenna DRT Iters 1, Area leader share 0.865, Setup WS pre-CTS -111 ps, Area after DPL 389 sq um, Pwr Total 0.730 mW, buffers added on ports 10, GRT Util Overall 0.0144, Final Instance Area 413 sq um, Area Growth Syn to Fin 78.4%, AND/OR/NAND/NOR Cells, Area Fraction 0.135, Required @ worst endpoint 800 ps, final setup fails 0, Seq/Total Area, Yosys 0.865, first-pass GRT wire length 710 um, via total after detailed routing 135, total grt overflow 0, layout cells sized above 1 0.571, yosys xor share 0, Setup TNS 0 ps, CTS root buf clkbuf_4, IO Count 12, Worst VDD drop 0.265 mV, Yosys cell types 2, CP endpoint kind output port, Dominant comb cell simple AND/OR/NAND/NOR gates, worst slew pin tran 59.7 ps, skew final 1.03 ps, main area contributors dfxtp_1 (86%), and2_1 (14%), CTS H-tree lvls 1, Iteration-0 DRC Markers 0, CTS Buffer Depth 2, clk latency of the worst-skew pair 250 ps, syn avg cell area 15.4 sq um, area fraction in mux cells 0, setup ws final 5.21 ps, CTS clk-pin slew, worst paths 60 ps, Synth Cell Area 231 sq um, # Cells Yosys 15, number of global-route vias before repair 136, drt wl/cell 6.23 um, Seq cells post-synth 10, min cycle time layout 995 ps, DR DRC count 0, final core utilization 0.121, CP Max Fanout 2, ant diodes 0, yosys stat area 231 sq um, Die ar. 6400 sq um, antenna viol nets, final 0, Crit Path Category reg2out, placed insts 71, Worst setup SP type flip-flop, gp weighted congestion 0.604, Max-slew headroom 0.960, Min Hold Slack 342 ps, yosys adder share 0, vias per cell 1.82, Synth Instances 15, Tcrit/Tclk final 0.995, status complete, no violations, cts hold-fix bufs 0, Clock Sinks 10, Static Leak 0.163 nW, setup repair after global routing missed its margin true, endpoints failing hold 0, CTS tree yes, Post-Layout Cell Count 74, f_max 1010 MHz, Hold Crit Class reg2reg, pins over their slew limit 0, Rows 21, max cap viols 0, die height 80 um, CTS Buf Count 3, Routed WL 461 um, antenna violations before repair 0, cell type with the largest total area dfxtp_1, core area 3420 sq um, tool warnings 28, Pwr Density 1770 nW/um^2, Arr. time, crit path 790 ps, Die X 80 um, pin count of the biggest net entering global routing 6, Ys Warns 1, FP Core Util 0.0678, AO/OA Area Share 0
critical path, cell delays in order, from the launching register on:
cell and delay, ps:
dfxtp_2 320, and2_4 130, buf_6 100
cell usage in the layout, fill, tap and decap left out, drive strengths merged:
| master | instances |
|---|---|
| and2 | 5 |
| clkbuf | 3 |
| buf | 5 |
| clkdlybuf4s50 | 5 |
| dfxtp | 10 |
Yosys cell counts:
cell type / count
dfxtp_1: 10
and2_1: 5
metal layers:
metal,GRT usage,vias to the layer above,part of all wire
met1,0.0162,55,0.37
met2,0.0185,5,0.49
li1,-,71,-
met4,0.00880,0,0.037
met5,0,-,0
met3,0.0114,4,0.10
path summary, 6_finish.rpt:
path | from | to | slack [ps] | cells past startpoint
worst max-delay path | key_rst[2] | key_pulse[2] | 5 | 2
worst min-delay path | key_rst[3] | key_rst_pre[3] | 340 | 0
worst max register to register | key_rst[2] | key_rst_pre[2] | 580 | 0
worst min register to register | key_rst[3] | key_rst_pre[3] | 340 | 0
cell families (layout without fill, tap and decap cells):
group | count (synthesis) | count (layout)
AND/OR/NAND/NOR | 5 | 5
buffers and inverters | 0 | 13
flip-flops | 10 | 10
timing repair:
action,4_1_cts,5_1_grt
setup endpoints to repair,5,5
setup buffers,0,0
gates cloned,0,0
pin swaps,1,1
gates resized,21,5
state kept, by name (all words and copies together) (netlist names):
signal       count
key_rst          5
key_rst_pre      5
report_power, final:
part / internal, mW / switching, mW
Clock: 0.138 / 0.119
Sequential: 0.422 / 0.00613
Combinational: 0.0376 / 0.00688
area by class of cell:
type,count,area (sq um)
multi-input cells,5,38.8
flip-flops and latches,10,206
repair buffers,10,87.6
well taps,46,57.6
fillers,402,3000
clock buffers,3,22.5
Power figures rest on the tool's default switching activity, not on a simulated workload.
